==> flow/design.v <==
module fullAdder(
   input a,
   input b,
   input carryIn,
   output sum,
   output carryOut
);
    assign {carryOut,sum}=carryIn+a+b;
endmodule
module fourBitSummer(
    input [0:3] a,
    input [0:3] b,
    output [0:3] sum,
    output carry
    );
    wire [0:4] oncekiBasamaktanEldeKalan;
    assign oncekiBasamaktanEldeKalan[0]=0;
    genvar sayac;
    generate
        for(sayac=0;sayac<4;sayac=sayac+1)
        begin: basamakBasamakTopla
            fullAdder topla(a[sayac],b[sayac],oncekiBasamaktanEldeKalan[sayac],sum[sayac],oncekiBasamaktanEldeKalan[sayac+1]);
        end
    endgenerate
    assign carry=oncekiBasamaktanEldeKalan[4];
endmodule
==> flow/run.sh <==
#!/bin/bash
# OpenROAD 26Q1-2900-gdf79404cd8, Yosys 0.63+post, stock flow scripts
make -C /OpenROAD-flow-scripts/flow DESIGN_CONFIG=/design/flow/config.mk WORK_HOME=/design/flow/orfs finish
==> flow/config.mk <==
export PLATFORM = sky130hd
export DESIGN_NAME = fourBitSummer
export DESIGN_NICKNAME = fourBitSummer
export VERILOG_FILES = /design/flow/design.v
export SDC_FILE = /design/flow/constraint.sdc
export NUM_CORES = 4
export LEC_CHECK = 1
export CORE_AREA = 10 10 70 70
export DIE_AREA = 0 0 80 80
==> flow/constraint.sdc <==
current_design fourBitSummer

set clk_period 3.2
set clk_io_pct 0.2

create_clock -name clk0 -period $clk_period

set non_clock_inputs [all_inputs -no_clocks]
set_input_delay [expr $clk_period * $clk_io_pct] -clock clk0 $non_clock_inputs
set_output_delay [expr $clk_period * $clk_io_pct] -clock clk0 [all_outputs]
==> impl_metrics.ini <==
; implementation run metrics
[sta]
drv_slew = 0
fin_tns_setup_ps = 0
timing.final.setup_violations = 0
clock.fmax_ghz = 0.323
period_needed_ps = 3100
rsz0062_at_grt = no
max_slew.worst_pin.slew_ps = 95.3
slew_headroom = 0.936
fin_crit_sh = 0.968
final_hold_viol_count = 0

[power]
switching_share = 0.306
worst_ir_drop_vdd_mv = 0.0106
switchingPower_uw = 11.2
clock_power_share = 0
cell_internal_pwr_uw = 25.4
p_leak_nw = 0.128
combPwrFrac = 1.000
pwr-share-seq = 0
power_per_cell_area_mw_per_mm2 = 122

[floorplanning]
fp_util = 0.0410
design.core.area_sq_mm = 0.00342
dieHeight_microns = 80
core.rowCount = 21
pin_count = 13
die_wd_microns = 80
fp.dieArea_sq_mm = 0.00640

[synth]
ys_types = 4
top_area_cell = sky130_fd_sc_hd__fa_1
synth_stat.cells = 18
top_cells_by_area = sky130_fd_sc_hd__fa_1 43%, sky130_fd_sc_hd__inv_1 27%, sky130_fd_sc_hd__buf_4 21%, sky130_fd_sc_hd__ha_1 8.9%
yosysWarnings = 0
ys_seq_share = 0
synth.avg_cell_area_sq_um = 7.79
top_area_frac = 0.429
synth_area_sq_um = 140
synthCells = 18
yosysChipArea_sq_um = 140

[critical_path]
arrival_time_reported_for_the_critical_path_endpoint_ps = 2460
timing.critical_path.from_type = primary input
end_kind = output port
crit_path_max_fanout = 1
criticalPathCategory = primary input to output port
required_ps = 2560

[final_layout]
clkbuf_count = 0
flop_area_sq_um = 0
filler_cell_count = 406
nFlopsAndLatches = 0
layout.core_utilization = 0.0875
layout-drive-gt1-share = 0.333
area.growth.synth_to_final_pct = 113
design_area_sq_um = 299

[detailed_routing]
detail_route.wl_per_cell_microns = 5.60
first_drt_iteration_drcs = 0
routed_antenna_nets = 0
detailroute.via_count = 116
post_drt_via_cell_ratio = 1.59
routed_wl_microns = 409
detail_route.first_pass.iterations = 1
route.antenna.diode_count = 0
detail_route.drc_violations = 0

[placement]
buffers_on_ports = 13
dpl_wire_length_microns = 402
place_area_sq_um = 298
gp_congestion = 0.766

[global_route]
grt_antenna_before_repair = 0
gr-total-overflow = 0
grt_pass1_wl_microns = 669
grt_pass1_vias = 130
largest_net_degree_at_the_start_of_global_routing = 2
grt.met2_usage = 0.0201
gr_busiest_metal = met2
grt.met1_usage = 0.0159
grt_use_met3 = 0.00682
grt.total_usage = 0.0127

[job]
warning_count = 32
maximum_capacitance_violations = 0

[worst_hold_path]
min_path_type = primary input to output port
holdPathStages = 3
worstHoldStart = a[0]
min_delay_worst_endpoint = sum[0]

[status]
status = complete, no violations
-- synth_stat cells --
cell and instances:
sky130_fd_sc_hd__ha_1 1, sky130_fd_sc_hd__fa_1 3, sky130_fd_sc_hd__buf_4 4, sky130_fd_sc_hd__inv_1 10
-- critical path, stage by stage --
cell	delay, ps
sky130_fd_sc_hd__clkdlybuf4s50_1	450
sky130_fd_sc_hd__inv_1	50
sky130_fd_sc_hd__fa_2	380
sky130_fd_sc_hd__inv_2	60
sky130_fd_sc_hd__fa_2	190
sky130_fd_sc_hd__inv_2	40
sky130_fd_sc_hd__fa_2	510
sky130_fd_sc_hd__inv_1	30
sky130_fd_sc_hd__buf_2	100
-- power by group through the flow --
| stage | combinational (mW) | sequential [mW] | clock (mW) |
|---|---|---|---|
| 6_report | 0.0365 | 0 | 0 |
| 5_1_grt | 0.0436 | 0 | 0 |
| 4_1_cts | 0.0384 | 0 | 0 |
-- stage by stage --
| step | hold slack (ps) | worst slack (ps) | power [mW] | cells |
|---|---|---|---|---|
| 2_1_floorplan | 1450 | 559 | 0.0187 | 18 |
| 3_3_place_gp | 2310 | -375 | 0.0395 | 73 |
| 3_5_place_dp | 2310 | -377 | 0.0396 | 73 |
| 4_1_cts | 2070 | 67.4 | 0.0384 | 73 |
| 5_1_grt | 2110 | 15.4 | 0.0436 | 73 |
| 6_report | 2060 | 104 | 0.0365 | 73 |
-- layer usage --
layer | vias up | routed length, microns
met2 | 8 | 166
li1 | 59 | -
met3 | 0 | 77
met5 | - | 0
met4 | 0 | 0
met1 | 49 | 164
-- logic make-up after synthesis --
kind of cell / Yosys count / share of synthesized area
adder cells (fa/ha/maj): 4 / 0.518
buffers and inverters: 14 / 0.482
-- layout make-up --
class | instances | area, sq um | area share
timing repair buffer | 13 | 121 | 0.406
tap | 46 | 57.6 | 0.192
inverter | 10 | 37.5 | 0.126
multi-input combinational | 4 | 82.6 | 0.276
-- placed cells by master (no fill, tap or decap), drive strengths merged --
cell	n
buf	1
ha	1
dlygate4sd2	3
fa	3
clkdlybuf4s50	9
inv	10
-- what timing repair did --
action / CTS / global route
gates cloned: 0 / 0
setup buffers: 0 / 0
resized: 14 / 0
hold buffers: 0 / 0
pin swaps: 4 / 2
setup endpoints to repair: 2 / 1
-- worst max path at each step --
stage     startpoint      to  cells after the start
4_1_cts         a[1]  sum[3]                      9
5_1_grt         b[1]  sum[3]                      9
6_report        b[1]  sum[3]                      9
No activity file was given, so power comes from the tool's default toggle rates.
